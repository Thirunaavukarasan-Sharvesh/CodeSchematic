**/design/flow/run.sh**
```bash
#!/bin/bash
# OpenROAD 26Q1-2900-gdf79404cd8, Yosys 0.63+post, stock flow scripts
make -C /OpenROAD-flow-scripts/flow DESIGN_CONFIG=/design/flow/config.mk WORK_HOME=/design/flow/orfs finish
```
**/design/flow/config.mk**
```make
export PLATFORM = sky130hd
export DESIGN_NAME = separator
export DESIGN_NICKNAME = separator
export VERILOG_FILES = /design/flow/design.v
export SDC_FILE = /design/flow/constraint.sdc
export NUM_CORES = 4
export LEC_CHECK = 1
export CORE_UTILIZATION = 30
```
**/design/flow/constraint.sdc**
```tcl
current_design separator

set clk_period 3.6
set clk_io_pct 0.2

create_clock -name clk0 -period $clk_period [get_ports {clk}]

set non_clock_inputs [all_inputs -no_clocks]
set_input_delay [expr $clk_period * $clk_io_pct] -clock clk0 $non_clock_inputs
set_output_delay [expr $clk_period * $clk_io_pct] -clock clk0 [all_outputs]
```
**/design/flow/design.v**
```verilog
`timescale 1ns / 1ps
module separator #(
    parameter DATA_SIZE=8,
    parameter START_PERIOD=5,
    parameter BIT1_PERIOD=20,
    parameter BIT0_PERIOD=10,
    parameter STOP_PERIOD=15 )
    (
    input wire clk,
    input wire rst,
    input wire sg_in,
    output reg rx_done,
    output reg [DATA_SIZE-1:0]dout,
    output reg rec_sda,
    output reg rec_scl
    );
    localparam STATE_IDLE=2'b00;
    localparam STATE_DATA=2'b01;
    localparam STATE_WAIT=2'b10;
    localparam STATE_STOP=2'b11;
    localparam TOTAL_BIT1 = START_PERIOD + BIT1_PERIOD;  
    localparam TOTAL_BIT0 = START_PERIOD + BIT0_PERIOD;  
    reg [1:0]state,next_state;
    reg [5:0]count,next_count;
    reg [$clog2(DATA_SIZE):0]bit_count,next_bit_count;
    reg current_bit;
    reg [5:0]bit_total;
    reg sg_in_d;
    always@(posedge clk or posedge rst) begin
        if(rst)
            sg_in_d<=1'b1;
        else
            sg_in_d<=sg_in;
    end
    always@(posedge clk or posedge rst) begin
        if(rst)begin
            state<=STATE_IDLE;
            count<=0;
            bit_count<=0;
            dout<=0;
            rx_done<=0;
            current_bit<=0;
            bit_total<=0;
            rec_scl<=0;
            rec_sda<=1;
        end else begin
            state<=next_state;
            count<=next_count;
            bit_count<=next_bit_count;
            if(state==STATE_DATA && count==(START_PERIOD-1))begin
                current_bit<=sg_in;
                if(sg_in)begin
                    bit_total<=TOTAL_BIT1;  
                end else begin
                    bit_total<=TOTAL_BIT0;  
                end
                rec_scl<=1;  
            end else begin
                rec_scl<=0;
            end
            if(state==STATE_WAIT && count==((bit_total-START_PERIOD)-1))begin
                dout<={current_bit,dout[DATA_SIZE-1:1]};
            end
            if(state==STATE_STOP && count==(STOP_PERIOD-1))
                rx_done<=1;
            else
                rx_done<=0;       
        end   
    end
    always @* begin
        next_state=state;
        next_count=count;
        next_bit_count=bit_count;
        case (state)
            STATE_IDLE: begin
                if((sg_in_d==1) && (sg_in==0)) begin
                    next_state=STATE_DATA;
                    next_count=0;
                    next_bit_count=0;
                end else begin
                    next_state=STATE_IDLE;
                    next_count=0;
                end
            end
            STATE_DATA: begin
                if(count==(START_PERIOD-1))begin
                    next_state=STATE_WAIT;
                    next_count=0;
                end else begin
                    next_state=STATE_DATA;
                    next_count=count+1;
                end
            end
            STATE_WAIT: begin
                if(count==((bit_total-START_PERIOD)-1))begin
                    next_bit_count=bit_count+1;
                    if(bit_count==(DATA_SIZE-1))
                        next_state=STATE_STOP;
                    else
                        next_state=STATE_DATA;
                    next_count=0;
                end else begin
                    next_state=STATE_WAIT;
                    next_count=count+1;
                end
            end
            STATE_STOP: begin
                if (count==(STOP_PERIOD-1)) begin
                    next_state=STATE_IDLE;
                    next_count=0;
                end else begin
                    next_state=STATE_STOP;
                    next_count=count+1;
                end
            end
            default: begin
                next_state=STATE_IDLE;
                next_count=0;
            end
        endcase
    end
endmodule
```
==> metrics.cfg <==
[global_routing]
track_usage=0.109
grt-ovfl-total=0
antenna_found_initial=0
grt_max_degree=29
grt_pass1_wl_mm=4.57
grt_pass1_vias=1014

[floorplan]
core_um2=4790
die_width_um=72.8
initCoreUtil=0.315
io_pins=14
dieHeight_um=72.8
row_count=25
dieArea_um2=5300

[worst_setup_path]
rr_endpoint=count[1]
critPathKind=reg -> reg
cp_num_buf_inv=1
r2r_slack_ns=1.17
crit_arrival_ns=2.60
crit_required_ns=3.76
cp_max_fo=10
worstSetupEndpointType=register
path_cells=inv_1, ha_1, nor2b_1, a21oi_1, nor4_4, and3_1, and3b_1
slowest_delay_ns=0.57
cp_slowest_cell=nor4_4
crit_path_start_kind=register
reg2reg_depth=7
crit_family=simple AND/OR/NAND/NOR gates

[synth]
synthAdderAreaFrac=0.0665
mux_area_frac=0.0665
synthArstFlopShare=1.00
synth_flops=28
synth_top_area_share=0.432
syn_avg_cell_area_um2=10.6
yosysChipArea_um2=1510
synth_xor_xnor_area_share=0.0524
synth_seq_share=0.467
aoi_share=0.0939
yosysCellCount=142
ff_type=dfrtp_1
top_logic_kind=simple AND/OR/NAND/NOR gates
syn-cell-area_um2=1510
synth-simple-area-share=0.204
ys_top_cells_by_count=dfrtp_1, nand2_1, inv_1, ha_1, mux2_2
edf_count=0
synthTopCellsByArea=dfrtp_1, ha_1, mux2_2, xnor2_1, dfstp_2
synth_top_cell_by_area=dfrtp_1
ys_types=43
ys_warn_count=1
postSynthCellCount=142
top_cell=dfrtp_1

[placed_design]
portBuffers=12
place_hpwl_mm=1.84
pre_cts_ws_ns=1.16
gp_congestion=0.847
dp.cells=215

[clocking]
cts_tree=built
clk_pin_slew_ns=0.09
clock_sinks=28
htreeDepth=1
cts_made_buffers=3
clk_latency_ns=0.27
cts_resized=0
clock_path_buffers=2
root_buffer=clkbuf_8
post_cts_buffers=0
cts_hold_buf=0

[power]
vdd_ir_drop_max_uv=363
p_int_mw=0.748
power.leakage_nw=0.796
power_density_nw_per_um2=683
power.switching_mw=0.449
comb_power_share=0.414
seqPwrFrac=0.386
swShare=0.375
clockPowerShare=0.200

[sta]
setup_tns_ns=0
rsz0062_at_grt=false
period_used_share=0.675
finClkSkew_ns=0.00499
max_freq_ghz=0.411
maxSlewViolCount=0
setup_viol=0
worst_pin_slew_ns=0.566
hold_violations=0
worst_slew_margin_rel=0.620
finalWorstSetupSlack_ns=1.17
period_needed_ns=2.43

[detailed_routing]
diodes=0
wire_per_inst_um=11.6
routed_wirelength_mm=2.55
ant_nets=0
drt-initial-drc-count=44
drt_pre_antenna_iters=4
viasPerCell=4.89
route.detailed.drc=0
vias=1070

[finish]
drive_gt1_frac=0.145
instances_no_fill=219
syn_to_final_growth_pct=16.4

[outcome]
status=complete, no violations

[min_path]
hp-class=reg -> reg
whs_path_depth=1
hold_end=count[0]
min-delay-start=count[0]

[flow_run]
warnings=30
drv_cap=0

[cell families after synthesis]
| logic type | Yosys count |
|---|---|
| simple gates | 51 |
| flops | 28 |
| compound gates | 20 |
| buf+inv | 16 |
| xor+xnor | 9 |
| mux | 9 |
| fa+ha+maj | 8 |
| other cells | 1 |
[cell usage in the layout, fill, tap and decap left out, types with 2 or more instances in the layout]
master            n
ha_1              8
nand4_1           2
o211ai_1          2
mux2_2            8
dfrtp_1          26
a21oi_1           2
clkdlybuf4s50_1  12
xnor2_1           7
nand2_1          14
xor2_1            2
dfstp_2           2
nor3_1            5
nor2b_1           2
a211oi_1          3
nand3_1           7
inv_1             9
a211o_1           2
clkbuf_8          3
o21ai_0           5
nor3b_1           2
nor4_1            2
nor2_1            2
and3_1            4
[power groups by stage]
stage	Sequential [mW]	Combinational [mW]	Clock, mW
4_1_cts	0.463	0.497	0.248
5_1_grt	0.475	0.551	0.261
6_report	0.462	0.495	0.240
[how the worst max path moves through the flow]
stage         cells after the start  slack (ns)        to     start
CTS                               7        1.14   dout[1]  register
global route                      7        0.94   dout[1]  register
finish                            7        1.17  count[1]  register
[worst reg2reg max path: stages, from the launching register on]
cell and delay [ns]:
dfrtp_1 0.48, inv_1 0.09, ha_1 0.35, nor2b_1 0.16
a21oi_1 0.11, nor4_4 0.57, and3_1 0.36, and3b_1 0.20
[layout make-up]
type,instances,area [µm²]
well taps,67,83.8
inverters,9,33.8
clock inverters,1,30.0
clock buffers,3,41.3
flip-flops and latches,28,703
multi-input cells,98,732
repair buffers,13,128
fillers,445,3030
[routing by layer]
metal,track usage,routed length [µm],part of all wire,up-vias
met1,0.169,1220,0.48,528
met3,0.0294,136,0.053,2
met4,0.0153,16,0.0063,0
met5,0,0,0,-
li1,-,-,-,516
met2,0.163,1170,0.46,24
[stage by stage]
stage / utilization / hold slack (ns) / instance area [µm²] / power [mW]
2_1_floorplan: - / 0.450 / 1510 / 0.855
3_3_place_gp: 0.351 / 0.490 / 1680 / 0.947
3_5_place_dp: 0.351 / 0.488 / 1680 / 0.963
4_1_cts: 0.366 / 0.502 / 1750 / 1.21
5_1_grt: 0.366 / 0.513 / 1750 / 1.29
6_report: 0.366 / 0.488 / 1750 / 1.20
No activity file was given, so power comes from the tool's default toggle rates.
