[flow/constraint.sdc]
current_design ALU_8bit

set clk_period 21.0
set clk_io_pct 0.2

create_clock -name clk0 -period $clk_period

set non_clock_inputs [all_inputs -no_clocks]
set_input_delay [expr $clk_period * $clk_io_pct] -clock clk0 $non_clock_inputs
set_output_delay [expr $clk_period * $clk_io_pct] -clock clk0 [all_outputs]
[flow/config.mk]
export PLATFORM = sky130hd
export DESIGN_NAME = ALU_8bit
export DESIGN_NICKNAME = ALU_8bit
export VERILOG_FILES = /design/flow/design.v
export SDC_FILE = /design/flow/constraint.sdc
export NUM_CORES = 4
export LEC_CHECK = 1
export CORE_UTILIZATION = 50
[flow/run.sh]
#!/bin/bash
# OpenROAD 26Q1-2900-gdf79404cd8, Yosys 0.63+post, stock flow scripts
make -C /OpenROAD-flow-scripts/flow DESIGN_CONFIG=/design/flow/config.mk WORK_HOME=/design/flow/orfs finish
[flow/design.v]
`timescale 1ns / 1ps
module ALU_8bit(
input [7:0]a,b,
input [3:0] opcode,
output reg [7:0] result,
output reg carry_flag,
output reg zero_flag,
output reg overflow_flag,
output reg negative_flag 
    );
    reg signed[8:0] temp;
   always @(*) begin
   carry_flag=0;
   zero_flag=0;
   overflow_flag=0;
   negative_flag=0;
      case (opcode)
        4'b0000: begin
            {carry_flag,result}=a+b;
            overflow_flag=((a[7]==b[7]) && (result[7]!=a[7]));
        end
        4'b0001 : begin
            {carry_flag,result}=a-b;
            overflow_flag=((a[7]!=b[7]) && (result[7]!=a[7]));
        end
        4'b0010 : begin
            temp=a*b;
            result=temp[7:0];
            overflow_flag=(temp[8]!=result[7]);
        end
        4'b0011 : begin
            if(b==0) begin
                zero_flag=1;
                result=0;
            end
            else if(a==-128 && b==-1) begin
                overflow_flag=1;
                result =8'd127;
            end
            else begin
                result=a/b;
            end
        end
        4'b0100: result=a<<1;
        4'b0101: result=a>>1;
        4'b0110: 
            result={a[6:0],a[7]};  
        4'b0111: 
            result={a[0],a[7:1]};  
        4'b1000: 
            result=a&b;
         4'b1001: 
            result=a|b;
        4'b1010: 
            result=a^b;
         4'b1011: 
            result=~(a|b);
         4'b1100: 
            result=~(a&b);
         4'b1101: 
            result=~(a^b);
         4'b1110: 
            result=(a>b)? 8'd1 : 8'd0;
         4'b1111: 
            result=(a==b)? 8'd1 : 8'd0 ;
         default : result=8'b00000000;
   endcase
   negative_flag=result[7];
   zero_flag= (result==8'b00000000)?1:0;
   end
endmodule
==> metrics.txt <==
# HELP chip_impl_metric Yosys and OpenROAD flow results
# TYPE chip_impl_metric gauge
chip_impl_metric{name="first_pass_grt_wire_length",unit="µm"} 23500
chip_impl_metric{name="holdWs",unit="ps"} 9700
chip_impl_metric{name="timing.final.max_slew_violations",unit=""} 0
chip_impl_info{name="ys_top_logic_family",value="adder cells"} 1
chip_impl_metric{name="fill_cells",unit=""} 823
chip_impl_metric{name="drc",unit=""} 0
chip_impl_metric{name="synthDistinctLibCells",unit=""} 74
chip_impl_metric{name="fraction_of_synthesized_cell_area_taken_by_the_top_area_cell_type",unit="%"} 22.0
chip_impl_metric{name="max_stage_delay",unit="ps"} 590
chip_impl_metric{name="syn2layout_area_growth",unit="%"} 10.3
chip_impl_metric{name="stage_log_warnings",unit=""} 53
chip_impl_metric{name="synth_area",unit="mm²"} 0.00454
chip_impl_metric{name="grt.total_usage",unit="%"} 31.8
chip_impl_metric{name="final_min_period_over_clock_period",unit="%"} 95.8
chip_impl_metric{name="cp.required",unit="ps"} 16800
chip_impl_info{name="crit_slowest_cell",value="clkdlybuf4s50_1"} 1
chip_impl_info{name="top_usage_layer",value="met2"} 1
chip_impl_metric{name="p_leak",unit="nW"} 2.21
chip_impl_metric{name="pwr_density_cell",unit="mW/mm²"} 38.4
chip_impl_info{name="endpoint_kind",value="output port"} 1
chip_impl_metric{name="cts_hold_buffers",unit=""} 0
chip_impl_info{name="cp_common_cell",value="ha_1"} 1
chip_impl_info{name="rsz_0062_raised_after_global_routing",value="false"} 1
chip_impl_metric{name="ys_chip_area",unit="mm²"} 0.00454
chip_impl_metric{name="fp.dieH",unit="µm"} 97.3
chip_impl_metric{name="seq_area_frac_synth",unit="%"} 0
chip_impl_metric{name="die-width",unit="µm"} 97.3
chip_impl_metric{name="rows",unit=""} 34
chip_impl_info{name="top_cells_area",value="ha_1 22%, fa_1 8.8%, nor2_1 5.0%"} 1
chip_impl_metric{name="share_of_post_route_cells_with_drive_strength_above_1",unit="%"} 7.19
chip_impl_metric{name="gp_congestion",unit=""} 1.01
chip_impl_metric{name="gr-usage-met1",unit="%"} 46.1
chip_impl_metric{name="postSynthCellCount",unit=""} 609
chip_impl_metric{name="grt_antenna_before_repair",unit=""} 0
chip_impl_metric{name="finalHoldViolCount",unit=""} 0
chip_impl_metric{name="dr.pass1.iters",unit=""} 5
chip_impl_info{name="critical_path.startpoint_type",value="primary input"} 1
chip_impl_info{name="lay_top_count",value="ha_1"} 1
chip_impl_metric{name="first_iter_violations",unit=""} 301
chip_impl_metric{name="tns",unit="ps"} 0
chip_impl_metric{name="worstPathMaxFanout",unit=""} 8
chip_impl_metric{name="clockBufferCount",unit=""} 0
chip_impl_metric{name="yosysWarningCount",unit=""} 1
chip_impl_metric{name="worst_pin_slew",unit="ps"} 835
chip_impl_metric{name="chipArea",unit="mm²"} 0.00947
chip_impl_metric{name="residual_overflow_from_global_routing",unit=""} 0
chip_impl_metric{name="maxClockFrequency",unit="MHz"} 49.7
chip_impl_metric{name="maximum_number_of_pins_on_one_net_before_global_route_repair",unit=""} 40
chip_impl_metric{name="ioPinCount",unit=""} 32
chip_impl_metric{name="first_global_vias",unit=""} 4323
chip_impl_metric{name="syn_avg_cell_area",unit="µm²"} 7.46
chip_impl_metric{name="drt_wl_total",unit="µm"} 14600
chip_impl_metric{name="detail-route-antenna-nets",unit=""} 0
chip_impl_metric{name="detailroute.via_count",unit=""} 4642
chip_impl_metric{name="routed_wire_length_per_instance",unit="µm"} 19.9
chip_impl_metric{name="synth-compound-area-share",unit="%"} 26.0
chip_impl_metric{name="core_area",unit="mm²"} 0.00876
chip_impl_metric{name="ys_cells",unit=""} 609
chip_impl_metric{name="dpl.hpwl",unit="µm"} 11300
chip_impl_info{name="timing_worst_setup_path_type",value="primary input to output port"} 1
chip_impl_metric{name="final-setup-viol-count",unit=""} 0
chip_impl_metric{name="fin_crit",unit="ps"} 20120
chip_impl_info{name="run_status",value="complete, no violations"} 1
chip_impl_metric{name="synth-simple-area-share",unit="%"} 22.1
chip_impl_metric{name="slew_headroom",unit="%"} 43.8
chip_impl_metric{name="final-seq-area",unit="µm²"} 0
chip_impl_info{name="timing.hold.worst.class",value="primary input to output port"} 1
chip_impl_metric{name="initial_core_util",unit="%"} 51.8
chip_impl_metric{name="viasPerCell",unit=""} 6.32
chip_impl_metric{name="synthesized_area_fraction_occupied_by_xor_and_xnor_cells",unit="%"} 7.52
chip_impl_metric{name="synth.mux.area_fraction",unit="%"} 5.95
chip_impl_metric{name="grt_util_met3",unit="%"} 5.64
chip_impl_metric{name="sequential_cell_total",unit=""} 0
chip_impl_metric{name="irDropWorstVdd",unit="mV"} 0.0337
chip_impl_metric{name="numPortBuffers",unit=""} 32
chip_impl_metric{name="cts_setup_buffers",unit=""} 0
chip_impl_metric{name="detail_route.antenna_diodes",unit=""} 0
chip_impl_info{name="yosys.area.top_type",value="ha_1"} 1
chip_impl_metric{name="final_core_utilization",unit="%"} 57.1
chip_impl_metric{name="yosys.area_share.adder",unit="%"} 30.9
chip_impl_metric{name="maxCapViolations",unit=""} 0
chip_impl_info{name="lay_top_cells",value="80 x ha_1, 61 x nor2_1, 58 x inv_1"} 1
chip_impl_metric{name="grt_use_met2",unit="%"} 48.4
chip_impl_metric{name="critical_path_arrival",unit="ps"} 15920
[metrics by stage]
step	total power, W	cells	worst slack, ps	instance area (µm²)
floorplan	0.000139	609	2470	4540
global placement	0.000190	734	792	4970
detailed placement	0.000191	734	482	4970
CTS	0.000192	734	457	4970
global route	0.000216	734	31.1	5010
finish	0.000192	734	877	5010
[cell type report]
cell class | count | area, µm² | share of cell area [%]
Timing Repair Buffer | 46 | 430 | 8.60
Tap cell | 108 | 135 | 2.70
Inverter | 58 | 218 | 4.35
Multi-Input combinational cell | 522 | 4220 | 84.4
[logic make-up (layout without fill, tap and decap cells)]
logic type	after synthesis	after routing
compound gates	164	164
simple gates	195	195
xor+xnor	39	39
mux	24	24
fa+ha+maj	100	100
buf+inv	87	104
[what timing repair did]
item / CTS / global route
resized: 0 / 7
hold endpoints to repair: 0 / 0
setup endpoints to repair: 0 / 1
[where the power goes]
group          leakage, nW  total (W)  switching (W)  internal, W
clock network            0          0              0            0
logic                 2.21   0.000192       0.000104    0.0000875
registers                0          0              0            0
[synth_stat cells, drive strengths merged (7+ instances only)]
master  number
fa          20
ha          80
nor2        61
a211oi       9
a21o         7
clkbuf      20
mux2i        9
nor3        19
nand2b       8
a21oi       35
o21ai       28
xnor2       26
or3         13
xor2        13
inv         58
a31oi        8
mux2        15
nor2b       15
o21a         7
buf          9
nand2       38
[metal layers]
metal	wire length (µm)	share of wire, %	up-vias
met5	0	0	-
met4	680	4.7	0
met3	1120	7.6	49
met2	6330	43	204
met1	6460	44	2134
li1	-	-	2255
[worst max-delay path: cells and delay by family]
kind	cells	cell delay, ps
AND-OR/OR-AND	20	4970
AND/OR/NAND/NOR	11	2280
adder cells (fa/ha/maj)	7	2080
buffers and inverters	3	1290
multiplexers	3	1120
[worst paths after layout]
check / from / to / slack (ps) / cells after the start
max: b[4] / zero_flag / 880 / 44
min: b[1] / zero_flag / 9700 / 6
Power is estimated from default activity; no workload was simulated.
