$ cat design/flow/design.v
`timescale 1ns / 1ps
module Binary_Multiplier(
input [3:0]a,b,
output [7:0]p
);
wire [3:0] pp0,pp1,pp2,pp3;   
wire [7:0] s0,s1,s2;    
assign pp0=(b[0])? a: 4'b0;
assign pp1= (b[1])? a:4'b0;
assign pp2= (b[2])? a:4'b0;
assign pp3= (b[3])? a:4'b0;
assign s0={pp1,1'b0} +{4'b0,pp0};
assign s1={pp2,2'b0}+ s0;
assign p={pp3,3'b0} + s1;
endmodule
$ cat design/flow/run.sh
#!/bin/bash
# OpenROAD 26Q1-2900-gdf79404cd8, Yosys 0.63+post, stock flow scripts
make -C /OpenROAD-flow-scripts/flow DESIGN_CONFIG=/design/flow/config.mk WORK_HOME=/design/flow/orfs finish
$ cat design/flow/config.mk
export PLATFORM = sky130hd
export DESIGN_NAME = Binary_Multiplier
export DESIGN_NICKNAME = Binary_Multiplier
export VERILOG_FILES = /design/flow/design.v
export SDC_FILE = /design/flow/constraint.sdc
export NUM_CORES = 4
export LEC_CHECK = 1
export CORE_AREA = 10 10 70 70
export DIE_AREA = 0 0 80 80
$ cat design/flow/constraint.sdc
current_design Binary_Multiplier

set clk_period 2.7
set clk_io_pct 0.2

create_clock -name clk0 -period $clk_period

set non_clock_inputs [all_inputs -no_clocks]
set_input_delay [expr $clk_period * $clk_io_pct] -clock clk0 $non_clock_inputs
set_output_delay [expr $clk_period * $clk_io_pct] -clock clk0 [all_outputs]
==> metrics.cfg <==
[run]
max-cap-violations=0
warnings=35

[sta]
period_used_share=1.29
period_minus_slack_ns=3.48
worst_pin_slew_ns=0.136
rsz0062_at_grt=yes
timing.slew.headroom=0.908
finalHoldViolCount=0
max_freq_ghz=0.287
slew_violations=0
fin_tns_setup_ns=-2.51
setup_slack_ns=-0.783
finalSetupViolations=5

[hold_path]
hold_path_end=p[2]
hp-class=in -> out
holdPathStages=5
min-delay-start=a[1]

[route]
antenna_cells=0
ant_nets=0
firstDrtPassIters=3
via_per_inst=3.09
wl_um=961
routed-via-count=343
remaining_drc_errors=0
drt_iter0_drc=5
wire_per_inst_um=8.66

[global_route]
antenna_found_initial=0
grt_pass1_vias=367
grt_use_total=0.0323
grt-ovfl-total=0
grt_max_degree=5
grt_pass1_wl_um=1740

[outcome]
violations=setup timing
status=finished, violations left

[power_and_ir_drop]
pwr-share-seq=0
power.density_nw_per_um2=197
p_comb_frac=1.000
power.internal_uw=82.6
p_leak_uw=0.000356
switching_share=0.381
pwr-share-clk=0
p_switching_uw=50.8
irDropWorstVdd_mv=0.0436

[final_layout]
fill_cells=381
drive_above_1_share=0.431
nClkBuffers=0
finish.utilization=0.198
layout_top_cell=and2_1
ff_count=0
seqCellArea_um2=0
area_growth_syn_to_layout_pct=75.3
final_layout_top_logic_cells=and2_1, ha_1, buf_2, buf_4

[place]
gp_congestion=0.813
dp_worst_setup_slack_ns=-1.58
io_buffers=16
hpwlAfterDp_um=828

[synthesis]
synth_stat.cells=42
yosys_area_um2=385
ys_types=10
post_synth.cell_area_avg_um2=9.18
synth-warning-count=0
synthCells=42
syn-cell-area_um2=385
yosys.stat.seqShare=0

[floorplan]
die_w_um=80
coreArea_um2=3420
fp_util=0.113
die_area_um2=6400
ios=16
rows=21
die-height_um=80

[setup_path]
required_ns=2.16
crit_slowest_cell=fa_1
start_kind=input pin
max_stage_delay_ns=0.53
path_delay_family=adder cells
worst_setup_path_end_kind=output port
worstPathArrival_ns=2.94
cp_num_buf_inv=4
crit_path_max_fanout=4
startpoint=a[2]
cpMostUsedCell=fa_1
critPathKind=in -> out
cp_cell_sequence=buf_8, and2_4, fa_1, inv_1, fa_1, inv_2, ha_4, fa_2, a21o_1, a21oi_2, xnor2_1, buf_2

## worst max-delay path by stage
stage | to | slack [ns] | cells past startpoint
4_1_cts | p[7] | -0.85 | 12
5_1_grt | p[7] | -0.89 | 12
6_report | p[7] | -0.78 | 12
## logic make-up after synthesis
| group | synth area share |
|---|---|
| buffers and inverters | 0.0389 |
| AND-OR/OR-AND | 0.0747 |
| adder cells (fa/ha/maj) | 0.584 |
| XOR/XNOR | 0.0682 |
| AND/OR/NAND/NOR | 0.234 |
## metrics by stage
step           hold slack [ns]  instances  power [uW]  cell area, um2
6_report                  1.63        111         133             676
5_1_grt                   1.68        111         158             676
4_1_cts                   1.64        111         131             662
3_5_place_dp              2.09        109         134             652
3_3_place_gp              2.10        109         135             652
2_1_floorplan             1.15         42        51.3             397
## metal layers
layer / track usage / share of wire
met4: 0 / 0
met1: 0.0535 / 0.60
met2: 0.0369 / 0.26
met5: 0 / 0
met3: 0.0148 / 0.14
## timing repair
item | CTS | global route
pin swaps | 9 | 5
buffers inserted | 2 | 1
hold buffers | 0 | 0
gates resized | 52 | 5
endpoints found under the setup margin | 6 | 6
## Yosys cell counts
library cell,n,area (um2)
xor2_1,1,8.76
a21o_1,2,15.0
ha_1,10,125
xnor2_1,2,17.5
and2_1,12,75.1
inv_1,4,15.0
a21oi_2,1,8.76
a21oi_1,1,5.00
nand2_1,4,15.0
fa_1,5,100
## power by group through the flow
stage | Sequential, uW | Clock, uW | Combinational [uW]
CTS | 0 | 0 | 131
global route | 0 | 0 | 158
finish | 0 | 0 | 133
## area by class of cell
type,instances,area [um2],share of cell area
timing repair buffer,23,191,0.283
multi-input combinational,38,412,0.609
inverter,4,15.0,0.0222
tap,46,57.6,0.0852
Power is estimated from default activity; no workload was simulated.
